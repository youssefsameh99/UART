[./config.mk]
export PLATFORM = sky130hd
export DESIGN_NAME = tx
export DESIGN_NICKNAME = tx
export VERILOG_FILES = /design/flow/design.v
export SDC_FILE = /design/flow/constraint.sdc
export NUM_CORES = 4
export LEC_CHECK = 1
export CORE_AREA = 10 10 86 86
export DIE_AREA = 0 0 96 96
[./design.v]
module mux(
    input [1:0] mux_sel,
    input serialdata, paritybit,
    output reg out
);
always @(*) begin
    case(mux_sel)
        0: out = 0;            
        1: out = 1;            
        2: out = serialdata;   
        3: out = paritybit;    
    endcase
end
endmodule
module paritycalc(
    input PAR_TYP,
    input [7:0] P_DATA,
    output paritybit
);
assign paritybit = (PAR_TYP) ? ~(^P_DATA) : ^P_DATA;
endmodule
module serializer(
    input ser_en , clk , rst ,
    input [7:0] data ,
    output serialdata , 
    output ser_done 
);
reg [3:0] counter;
assign serialdata = data[counter];
assign ser_done = (counter == 6) ? 1 : 0;
always@(posedge clk) begin
if (rst) begin
    counter <= 0;
end else if (ser_en) begin
    if (counter == 7) begin
        counter <= 0;
    end else begin
        counter <= counter + 1;
    end
end else begin
    counter <= 0;
end
end
endmodule
module tx#(
    parameter IDLE = 0 ,
    parameter START_BIT = 1 ,
    parameter STOP_BIT = 2 ,
    parameter SER_DATA = 3 ,
    parameter PAR_BIT = 4 
    )(
    input clk , rst , PAR_TYP ,  PAR_EN , 
    input [7:0] P_DATA ,
    input DATA_VALID , 
    output TX_OUT ,
    output reg BUSY
);
reg [2:0] cs , ns;
wire ser_done;
reg ser_en;
wire serialdata;
reg [1:0] mux_sel;
wire paritybit;
reg [3:0] counter;
always@(posedge clk) begin
    if(rst) begin
    cs <= IDLE;
    end else cs <= ns;
end
always@(*) begin
    ns = cs;
    case(cs)
    IDLE : if(DATA_VALID) ns = START_BIT;
    START_BIT : ns = SER_DATA;
    SER_DATA : if(ser_done && PAR_EN) ns = PAR_BIT; else if(ser_done) ns = STOP_BIT;
    PAR_BIT : ns = STOP_BIT;
    STOP_BIT : ns = IDLE; 
    default : ns = IDLE;
    endcase
end
always @(posedge clk) begin
    if (rst) begin
        mux_sel <= 0;
        ser_en  <= 0;
        BUSY    <= 0;
    end else begin
        mux_sel <= 0;
        ser_en  <= 0;
        BUSY    <= 0;
        case(cs)
            START_BIT : begin mux_sel <= 0; BUSY <= 1; end
            STOP_BIT  : begin mux_sel <= 1; BUSY <= 1; end
            SER_DATA  : begin mux_sel <= 2; ser_en <= 1; BUSY <= 1; end
            PAR_BIT   : begin mux_sel <= 3; BUSY <= 1; end
        endcase
    end
end
mux mux1(mux_sel , serialdata , paritybit , TX_OUT);
serializer serializer1(ser_en , clk , rst , P_DATA , serialdata , ser_done);
paritycalc paritycalc1(PAR_TYP , P_DATA , paritybit);
endmodule
[./constraint.sdc]
current_design tx

set clk_period 2.1
set clk_io_pct 0.2

create_clock -name clk0 -period $clk_period [get_ports {clk}]

set non_clock_inputs [all_inputs -no_clocks]
set_input_delay [expr $clk_period * $clk_io_pct] -clock clk0 $non_clock_inputs
set_output_delay [expr $clk_period * $clk_io_pct] -clock clk0 [all_outputs]
[./run.sh]
#!/bin/bash
# OpenROAD 26Q1-2900-gdf79404cd8, Yosys 0.63+post, stock flow scripts
make -C /OpenROAD-flow-scripts/flow DESIGN_CONFIG=/design/flow/config.mk WORK_HOME=/design/flow/orfs finish
==> run summary <==
run results: hold slack ~0.44 ns, Post-synth EDFFs 0, leading area contributor after synthesis dfxtp_1, Root Buffer clkbuf_8, CP Max Fanout 2, Clk pin slew, worst setup/hold paths 0.06 ns, Area growth, synth to finish 51.4%, PwrDens 662 nW/um2, GP Congestion about 0.77, chip area a little over 9000 um2, Final Hold Fails 0, number of antenna-violating nets in the routed design 0, Chip Height approximately 96 um, Place WS -0.578 ns, PnR worst setup slack just under 0.02 ns, CP arrival 1.66 ns, Placeable Area between 5000 and 6000 um2, top cells by count, synth 14 x dfxtp_1, 9 x nor2_1, 7 x xnor2_1, drt first pass iters 4, Clock Tree Buf Depth 2, WL final roughly 1.3 mm, CTS H-tree depth 1, CP Class primary input to output port, Final Util 0.167, element type at the critical path end output port, clock sink count 14, Rel. slew slack 0.815, # DRC 0, Antenna Cells 0, Largest cells by area dfxtp_1 46%, xnor2_1 10%, mux4_1 8.6%, gr ovfl total 0, placed insts ~150, Worst-Margin Slew about 0.28 ns, CTS tree done, number of antenna violations at the first check in global routing 0, post-DP HPWL ~1.1 mm, 1st-iter DRT viols 12, crit path time final roughly 2.1 ns, pin count of the biggest net entering global routing 10, most frequent cell after synthesis dfxtp_1, final setup fails 0, fmax about 480 MHz, die width 96 um, WL/cell roughly 8.5 um, max-slew violations 0, fillers approximately 620, hold-fix buffers at CTS 0, Final Non-Filler Cells about 150, PortBufs 14, cells in synth_stat.txt 58, Core Rows 27, first-pass GRT wire length 2.22 mm, Period Utilization, post-route 0.991, Lkg Pwr roughly 0.36 nW, critical path launch point type primary input, CP required roughly 1.7 ns, Avg Inst Size Synth 10.5 um2, worst min path class register to register, ys flops 14, ys flop type dfxtp_1, Init Core Util 0.110, Max Cap Viol 0, Unique cell types 20, Seq/Total Area, Yosys 0.459, Syn Std Cell Area between 600 and 700 um2, Peak supply drop 0.193 mV, Setup TNS 0 ns, Log Warnings 28, share of layout cells above drive strength 1 0.220, post-CTS setup repair buffer count 0, status complete, no violations, DR vias 461, Ys Warns 3, TritonCTS Buffers 3, ys async rst share 0, Synth Instances about 58, YS chip area ~610 um2, number of global-route vias before repair ~500, top-area cell type share of the netlist area 0.459, Register-to-Register Setup Slack 1.02 ns, vias per inst between 2 and 3, RSZ-0062 raised after global routing true, worst-skew pair later-pin latency ~0.24 ns, I/O pin count 15, Clock Skews 0.000583 ns, total track usage 0.0300
-- power breakdown --
part	internal (W)	switching [W]
registers	0.000272	0.00000340
logic	0.0000536	0.0000277
clock network	0.000166	0.0000902
total	0.000491	0.000121
-- what timing repair did --
action,CTS,global route
pin swaps,1,1
hold endpoints to repair,0,0
endpoints found under the setup margin,1,1
resized,22,3
cloned,0,0
-- layout make-up --
| class | count | area, um2 | area share |
|---|---|---|---|
| clock buffer | 4 | 55.1 | 0.0595 |
| inverter | 4 | 15.0 | 0.0162 |
| multi-input combinational | 40 | 312 | 0.337 |
| sequential | 14 | 284 | 0.307 |
| tap | 72 | 90.1 | 0.0974 |
| timing repair buffer | 20 | 169 | 0.183 |
-- sequential cells by signal, indices dropped and copies added, names as in the netlist --
| signal | flops |
|---|---|
| serializer1.counter | 4 |
| BUSY | 1 |
| cs | 5 |
| mux_sel | 3 |
| ser_en | 1 |
-- metal layers --
layer  GRT usage  part of all wire  vias to the layer above
li1            -                 -                      238
met1      0.0331              0.41                      213
met2      0.0527              0.53                        8
met3      0.0134             0.057                        2
met4     0.00491            0.0030                        0
met5           0                 0                        -
-- critical path: stages --
cell and delay, ns:
dlygate4sd2_1 0.24, mux4_2 0.45, mux2_4 0.28, a21oi_2 0.11, o21ai_1 0.06, buf_2 0.11
-- kinds of logic after synthesis --
| family | Yosys count | synth area share |
|---|---|---|
| mux | 3 | 0.105 |
| flops | 14 | 0.459 |
| compound gates | 6 | 0.0635 |
| simple gates | 20 | 0.156 |
| xor+xnor | 9 | 0.152 |
| fa+ha+maj | 2 | 0.0410 |
| buf+inv | 4 | 0.0246 |
-- per-stage QoR --
step / total power [W] / instance area, um2
after detailed placement: 0.000368 / 886
after floorplan: 0.000324 / 611
after global placement: 0.000366 / 886
after CTS: 0.000621 / 932
after global routing: 0.000637 / 925
final: 0.000612 / 925
-- worst paths after layout --
| kind | from | to | cells after the start |
|---|---|---|---|
| worst min-delay path | cs[0]$_DFF_P_ | cs[3]$_DFF_P_ | 2 |
| worst max register to register | serializer1.counter[0]$_SDFF_PP0_ | cs[4]$_DFF_P_ | 6 |
| worst max-delay path | P_DATA[5] | TX_OUT | 6 |
| worst min register to register | cs[0]$_DFF_P_ | cs[3]$_DFF_P_ | 2 |
-- layout by cell type (no fill, tap or decap) --
cell / netlist / final
dlygate4sd2_1: 0 / 1
xnor2_1: 7 / 7
clkdlybuf4s15_1: 0 / 5
dfxtp_4: 0 / 1
nor4_1: 1 / 1
nand3_1: 2 / 2
mux2_4: 0 / 1
xor2_1: 1 / 1
nor2b_1: 5 / 5
clkbuf_8: 0 / 4
a21oi_2: 1 / 1
o21ai_1: 1 / 1
nand2_1: 2 / 2
dfxtp_1: 14 / 13
nor2_1: 9 / 9
o21bai_1: 1 / 1
buf_2: 0 / 1
o21ai_0: 1 / 1
nand2b_1: 1 / 1
xnor3_1: 1 / 1
buf_4: 0 / 6
ha_1: 2 / 2
a21o_1: 1 / 1
clkdlybuf4s50_1: 0 / 5
clkbuf_2: 0 / 2
a21oi_1: 1 / 1
inv_1: 4 / 4
mux4_2: 0 / 2
Power is estimated from default activity; no workload was simulated.
