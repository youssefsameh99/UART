==> flow/design.v <==
module deserializer #(
    parameter WIDTH = 8
)(
    input        clk,
    input        rst,
    input        sampled_bit,
    input        deser_en,
    input  [5:0] prescale,
    input  [5:0] edge_cnt,
    output reg [WIDTH-1:0] p_data
);
always @(posedge clk) begin
    if (rst) begin
        p_data <= 0;
    end
    else if (deser_en && (edge_cnt == (prescale - 1))) begin
        p_data <= {p_data[WIDTH-2:0], sampled_bit};
    end
end
endmodule
module edge_bit_counter (
    input        clk,
    input        rst,
    input        enable,
    input  [5:0] prescale,
    output reg [3:0] bit_cnt,
    output reg [5:0] edge_cnt
);
always @(posedge clk) begin
    if (rst) begin
        bit_cnt  <= 0;
        edge_cnt <= 0;
    end
    else if (!enable) begin
        bit_cnt  <= 0;
        edge_cnt <= 0;
    end
    else begin
        if (edge_cnt == prescale - 1) begin
            edge_cnt <= 0;
            bit_cnt  <= bit_cnt + 1;
        end
        else begin
            edge_cnt <= edge_cnt + 1;
        end
    end
end
endmodule
module parity_check (
    input        PAR_TYP, 
    input        par_chk_en, 
    input  [7:0] data_bits,    
    input        par_bit,      
    output   reg    par_err       
);
wire expected_par;
assign expected_par = (PAR_TYP == 1'b0) ? 
                      (^data_bits)       :
                      (~(^data_bits));     
always@(*) begin
    if(par_chk_en) begin
        if(expected_par != par_bit)
        par_err = 1;
    end
end
endmodule
module sampler (
    input        clk, rst,
    input        data,
    input        enable,  
    input  [5:0] edge_cnt,       
    input  [5:0] prescale,       
    output reg   sampled_bit
);
reg sample1, sample2, sample3;
reg [5:0] mid_point;
always @(*) begin
    mid_point = prescale >> 1; 
end
always @(posedge clk) begin
    if (rst) begin
        sample1 <= 1'b1; 
        sample2 <= 1'b1;
        sample3 <= 1'b1;
        sampled_bit <= 1'b1;
    end else if (enable) begin
          if (edge_cnt == mid_point - 1)
            sample1 <= data;
        else if (edge_cnt == mid_point)
            sample2 <= data;
        else if (edge_cnt == mid_point + 1)
            sample3 <= data;
        if (edge_cnt == mid_point + 1) begin
            sampled_bit <= (sample1 & sample2) |
                           (sample1 & sample3) |
                           (sample2 & sample3);
        end
    end
end
endmodule
module strt_check(
    input data, strt_chk_en, 
    input [5:0] prescale ,
    input [5:0] edge_cnt,
    output reg strt_glitch
);
always@(*) begin
    if((strt_chk_en) &&(edge_cnt==(prescale-1))) begin
        if(~data) strt_glitch = 0;
        else strt_glitch = 1;
    end
end
endmodule
module stop_check(
    input data, stp_chk_en,
    input [5:0] prescale ,
    input [5:0] edge_cnt,
    output reg stp_err
);
always@(*) begin
    if((stp_chk_en) &&(edge_cnt==(prescale-1))) begin
        if(data) stp_err = 0;
        else stp_err = 1;
    end
end
endmodule
module rx #(
    parameter IDLE       = 0,
    parameter START_BIT  = 1,
    parameter DATA       = 2,
    parameter PAR_BIT    = 3,
    parameter STOP_BIT   = 4,
    parameter CHK_ERRORS = 5
)(
    input        clk, rst,
    input        PAR_TYP, PAR_EN, RX_IN,
    input  [5:0] prescale,
    output [7:0] P_DATA,
    output reg       data_valid,
    output reg       parity_error,
    output reg       stop_error
);
reg [2:0] cs, ns;
reg sampler_enable , edge_bit_counter_enable;
wire sampled_bit;
wire [5:0] edge_cnt;
wire [3:0] bit_cnt;
wire start_glitch;
reg strt_chk_en;
wire stp_err , par_err;
reg stp_chk_en, par_chk_en, deser_en;
    always @(posedge clk or posedge rst) begin
        if (rst)
            cs <= IDLE;
        else
            cs <= ns;
    end
    always @(*) begin
        ns = cs;
        case (cs)
            IDLE: begin
                if (~RX_IN)
                    ns = START_BIT;
            end
            START_BIT: begin
                if((bit_cnt == 0) && (edge_cnt == prescale - 1)) begin
                    if(!start_glitch)
                    ns = DATA;
                    else ns = IDLE;
                end
            end
            DATA: begin
                if((bit_cnt == 8) &&(edge_cnt == prescale - 1)) begin 
                    ns = (PAR_EN) ? PAR_BIT : STOP_BIT;
            end
            end
            PAR_BIT: begin
                if((bit_cnt == 9) && (edge_cnt == prescale - 1))
                ns = STOP_BIT;
            end
            STOP_BIT: begin
                if((PAR_EN)) begin
                    if((bit_cnt == 10) && (edge_cnt == prescale - 2))
                    ns = CHK_ERRORS;
            end
                else if(!PAR_EN) begin
                    if((bit_cnt == 9) &&(edge_cnt == prescale - 2))
                    ns = CHK_ERRORS;
                end
            end
            CHK_ERRORS: begin
                ns = IDLE;
            end
            default : begin
                ns = IDLE;
            end
        endcase
    end
    always@(posedge clk) begin
        if(rst) begin
            sampler_enable <= 0;
            edge_bit_counter_enable <= 0;
            strt_chk_en <= 0;
            stp_chk_en <= 0;
            par_chk_en <= 0;
            deser_en <= 0;
            data_valid <= 0;
            parity_error <= 0;
            stop_error <= 0;
        end else begin
            sampler_enable <= 0;
            edge_bit_counter_enable <= 0;
            strt_chk_en <= 0;
            stp_chk_en <= 0;
            par_chk_en <= 0;
            deser_en <= 0;
            data_valid <= 0;
            stop_error <= 0;
            parity_error <= 0;
            case(cs)
            START_BIT : begin
                sampler_enable <= 1;
                edge_bit_counter_enable <= 1;
                strt_chk_en <= 1;
            end
            DATA : begin
                sampler_enable <= 1;
                edge_bit_counter_enable <= 1;
                deser_en <= 1;
            end
            PAR_BIT : begin
                sampler_enable <= 1;
                edge_bit_counter_enable <= 1;
                par_chk_en <= 1;
            end
            STOP_BIT : begin
                sampler_enable <= 1;
                edge_bit_counter_enable <= 1;
                stp_chk_en <= 1;
            end
            CHK_ERRORS : begin
                sampler_enable <= 0;
                edge_bit_counter_enable <= 0;
                parity_error <= par_err;
                stop_error <= stp_err;
                if(stp_err || par_err)
                data_valid <= 0;
                else data_valid <= 1;
            end
            default: begin
            sampler_enable <= 0;
            edge_bit_counter_enable <= 0;
            strt_chk_en <= 0;
            stp_chk_en <= 0;
            par_chk_en <= 0;
            deser_en <= 0;
            data_valid <= 0;
            stop_error <= 0;
            parity_error <= 0;
            end
            endcase
        end
    end
strt_check startcheck(sampled_bit , strt_chk_en , prescale , edge_cnt , start_glitch);
edge_bit_counter edgebitcounter1(clk , rst , edge_bit_counter_enable , prescale , bit_cnt , edge_cnt);
sampler sampler1(clk , rst , RX_IN , sampler_enable , edge_cnt , prescale , sampled_bit);
parity_check par_check1(PAR_TYP , par_chk_en , P_DATA , sampled_bit , par_err);
stop_check stp_check1(sampled_bit , stp_chk_en , prescale , edge_cnt , stp_err);
deserializer deserialiizer1(clk , rst , sampled_bit , deser_en , prescale , edge_cnt , P_DATA);
endmodule
==> flow/run.sh <==
#!/bin/bash
# OpenROAD 26Q1-2900-gdf79404cd8, Yosys 0.63+post, stock flow scripts
make -C /OpenROAD-flow-scripts/flow DESIGN_CONFIG=/design/flow/config.mk WORK_HOME=/design/flow/orfs finish
==> flow/config.mk <==
export PLATFORM = sky130hd
export DESIGN_NAME = rx
export DESIGN_NICKNAME = rx
export VERILOG_FILES = /design/flow/design.v
export SDC_FILE = /design/flow/constraint.sdc
export NUM_CORES = 4
export LEC_CHECK = 1
export CORE_UTILIZATION = 30
==> flow/constraint.sdc <==
current_design rx

set clk_period 5.0
set clk_io_pct 0.2

create_clock -name clk0 -period $clk_period [get_ports {clk}]

set non_clock_inputs [all_inputs -no_clocks]
set_input_delay [expr $clk_period * $clk_io_pct] -clock clk0 $non_clock_inputs
set_output_delay [expr $clk_period * $clk_io_pct] -clock clk0 [all_outputs]
==> notes.md <==
Physical implementation

The flow ran to the end, and the final reports show no timing, DRC or antenna violations. The routed layout has 1616 vias. The worst setup slack for register-to-register paths is between 3 and 4 ns. The maximum fanout encountered on the critical timing path is 11.

The pin count of the biggest net entering global routing is 18. The final antenna diode count is 0. The kind of launch point of the worst setup path is an input port. Once routing completed, OpenROAD measured the worst setup slack at ~1.7 ns. For reference, the final report shows the hold violation count at 0. The commonest cells after synthesis are sky130_fd_sc_hd__dfxtp_1, sky130_fd_sc_hd__nand2_1, sky130_fd_sc_hd__nor2_1.

The net switching power in the latest report is 143 uW. The maximum clock rate is approximately 310 MHz. The relative contribution of sequential cells to total power is 50.8%. STA classifies the critical path endpoint as a flip-flop. The class of the most critical setup path is input port to flip-flop. The count of nets left with antenna violations after detail routing is 0.

The post-route worst hold slack is 0.463 ns. The post-cts hold buffer count is 0. The xor/xnor share of the synthesized area is roughly a tenth. Post-route period utilization is reported as 65.3%. Global routing used 11.9% of the available tracks. The largest clock skew in the final design is 0.00270 ns. The complex-gate fraction of the synthesized area is 12.3%.

The post-route netlist has 6.85% of its cells at a drive strength greater than 1. The area share of and/or/nand/nor cells after synthesis is a little under a quarter. Compared with the post-synthesis result, the final layout area differs by 14.7%. Per the gpl log, the routability congestion estimate is 0.822.

The remaining global-route overflow is 0. After legalization and detailed placement, the total HPWL measured 3.02 mm. The number of antenna violations at the first check in global routing is 0. Of all flip-flops after synthesis, the portion carrying an async set or reset was between 10% and 20%. Gates resized during post-CTS repair numbered 0. At the pin with the least slew margin, the transition time is 0.644 ns. The detail-routed net length per standard cell is 12.1 um.

The flip-flop cell with the highest count after synthesis is sky130_fd_sc_hd__dfxtp_1. Of the combinational cells, the family taking the most area is simple AND/OR/NAND/NOR gates. The filler-free cell count of the finished design is 344. Summing all multi-input logic gate instances after layout gives 0.00122 mm^2.

The worst-case vdd ir drop is 97.2 uV. The post-synthesis adder-cell area fraction is 5.84%. Yosys printed 7 warnings. For this design, Yosys synthesis ends with a cell count of 235. The timing report gives the clock slew at the launch and capture registers of the worst setup and hold paths as 0.07 ns.

The number of input and output port buffers inserted is 19. The average instance area after synthesis is 8.93 um^2. Multiplexer cells account for 6.20% of the synthesized area.

Per the run summary, max-cap violations total 0. The area of the mapped netlist is 0.00210 mm^2. The data arrival time of the worst path is 3.47 ns. The flow reported a cell area power density of 236 mW/mm^2. For the worst setup path, the data required time is 5.21 ns. The number of flops mapped to enable cells by yosys is 0.

The headroom to the max-slew limit is 56.9%. OpenSTA, run right after detailed placement, puts the worst setup slack at 1.44 ns. The wire length on met3 is 66 um.

Pin placement for this block handled 22 I/O pins. The number of design rule violations left after detail routing is 0. The die is 85.7 um wide. The number of global-route vias before repair is between 1500 and 2000. In the routed layout, each cell is associated on average with a via count of 4.70. Per the layout area report, the register area comes to 742 um^2.

The cell-internal power is 424 uW. The buffers inserted during post-CTS setup optimization is 0. Setup repair after global routing left no endpoint under its margin. The worst path in the final design needs a cycle of 3.27 ns, including I/O delays and setup.

For this run, the chip area from Yosys synthesis comes to around 0.0021 mm^2. The iteration tally of the first detailed-router pass is 4. The timer found 2 register pins that no clock reaches; their paths are not timed. The number of unconstrained endpoints is 2. The first global-routing pass estimated 7.09 mm of wire. The register bit count reported by yosys is 36. The type of the most critical hold path is flip-flop to flip-flop. In the per-layer breakdown of the detailed-route log, met1 shows between 2 and 2.5 mm. Counting pins that exceed their max-slew limit in the final report gives 0.

The vertical die dimension reported for this design is 85.7 um. TritonCTS built the clock tree. The overall die area is around 0.0073 mm^2. Per report_power, the clock group accounts for 36.1% of the total. The leakage power total is between 0.0009 and 0.001 uW. Sorting the synthesized cells by area gives the leading types as sky130_fd_sc_hd__dfxtp_1, sky130_fd_sc_hd__mux2i_1, sky130_fd_sc_hd__dfrtp_1, sky130_fd_sc_hd__xor2_1, sky130_fd_sc_hd__ha_1. The post-placement cell count is 336.

The highest layer used for signal routing is met4. The layout has 696 filler cells. After floorplanning, the core was divided into 30 placement rows.

The count of endpoints failing setup in the final report is 0. For the final routed database, the setup TNS stands at 0 ns. The routed length on met2 is 1.95 mm. Per the CTS log, the root buffer master is sky130_fd_sc_hd__clkbuf_8. The TritonCTS buffer count is 5.

The share of total power in combinational logic is 13.1%. The cell taking the most area after synthesis is sky130_fd_sc_hd__dfxtp_1. The fraction of the core area covered by cells at the end of the flow is 35.5%.

The number of distinct library cells after synthesis is ~55. The top cell type's share of synthesized area is 26.7%. The insertion delay at the late pin of the worst-skew pair is roughly 0.28 ns. The initial standard-cell utilization of the core is 30.9%.

In this run the standard cell core region covers 0.00679 mm^2. The maximum buffer depth of the clock tree is 2. Warnings raised by the tools during the run amount to 31. The switching share of total power is between 20% and 30%. Detailed-route iteration 0 reported a violation count of 65. For this run the top cell type by instance count after synthesis was sky130_fd_sc_hd__dfxtp_1. The cell count after synthesis came out at approximately 240. Per the CTS log, the maximum H-tree level is 2. Per the detailed-route log, wirelength across all metal layers totals just over 4 mm.
metal layers:
metal	GRT usage (%)	vias up
met2	19.8	9
li1	-	841
met3	1.17	2
met4	1.21	0
met1	17.8	764
met5	0	-
worst max-delay path: stages:
cell	delay [ns]
sky130_fd_sc_hd__clkdlybuf4s50_1	0.68
sky130_fd_sc_hd__inv_1	0.14
sky130_fd_sc_hd__ha_1	0.27
sky130_fd_sc_hd__nor3b_2	0.19
sky130_fd_sc_hd__a21oi_1	0.22
sky130_fd_sc_hd__o211a_1	0.43
sky130_fd_sc_hd__and3_4	0.34
sky130_fd_sc_hd__mux2i_1	0.19
cells in the final DEF, fill, tap and decap left out, types with 3 or more instances in the layout:
cell type / n
sky130_fd_sc_hd__a21boi_0: 3
sky130_fd_sc_hd__nor4_1: 3
sky130_fd_sc_hd__xor2_1: 13
sky130_fd_sc_hd__nand4_1: 3
sky130_fd_sc_hd__clkdlybuf4s50_1: 19
sky130_fd_sc_hd__inv_1: 11
sky130_fd_sc_hd__nand3_1: 9
sky130_fd_sc_hd__dfrtp_1: 5
sky130_fd_sc_hd__clkbuf_8: 6
sky130_fd_sc_hd__nor2b_1: 6
sky130_fd_sc_hd__ha_1: 9
sky130_fd_sc_hd__a31oi_1: 3
sky130_fd_sc_hd__nand2_1: 20
sky130_fd_sc_hd__nand2b_1: 3
sky130_fd_sc_hd__dfxtp_1: 28
sky130_fd_sc_hd__and3_1: 6
sky130_fd_sc_hd__nor3_1: 6
sky130_fd_sc_hd__o21ai_0: 5
sky130_fd_sc_hd__nor2_1: 14
sky130_fd_sc_hd__xnor2_1: 10
sky130_fd_sc_hd__a21oi_1: 9
sky130_fd_sc_hd__mux2i_1: 13
sky130_fd_sc_hd__nand3b_1: 4
cell type report:
cell class,instances,share of cell area [%]
Multi-Input combinational cell,173,50.5
Sequential cell,36,30.8
Timing Repair Buffer,20,8.21
Tap cell,96,4.99
Clock buffer,7,3.58
Inverter,11,1.71
Clock inverter,1,0.208
worst paths after layout:
kind,startpoint,to,cells past startpoint
hold / removal,deserialiizer1.p_data[7],deserialiizer1.p_data[7],2
max in group asynchronous,rst,cs[5],2
setup reg to reg,edgebitcounter1.edge_cnt[3],deserialiizer1.p_data[4],5
hold reg to reg,deserialiizer1.p_data[7],deserialiizer1.p_data[7],2
min in group asynchronous,rst,cs[1],2
setup / recovery,prescale[1],deserialiizer1.p_data[4],8
state kept, by name, summed over array words and instances, names as in the netlist, 4 cells and up:
signal and flops:
cs 6, deserialiizer1.p_data 8, edgebitcounter1.bit_cnt 4, edgebitcounter1.edge_cnt 6
power by group through the flow:
stage                 logic, uW  registers [uW]  clock network (uW)
after CTS                  75.1             288                 212
after global routing       83.3             289                 224
final                      74.4             288                 205
kinds of logic (layout without fill, tap and decap cells):
kind of cell               count (synthesis)  after routing
adders and majority gates                 10             10
and+or+nand+nor                           89             89
DFF                                       34             34
AOI/OAI and AO/OA                         37             37
other                                      1              1
buffers and inverters                     26             39
latches                                    2              2
xor gates and xnor gates                  23             23
muxes                                     13             13
metrics by stage:
stage	total power (uW)	cell area (um^2)
finish	567	2410
global route	596	2410
global placement	368	2320
CTS	574	2410
floorplan	348	2100
detailed placement	368	2320
Power figures rest on the tool's default switching activity, not on a simulated workload.
